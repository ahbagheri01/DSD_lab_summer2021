===== flow/config.mk =====
export PLATFORM = sky130hd
export DESIGN_NAME = stack
export DESIGN_NICKNAME = stack
export VERILOG_FILES = /design/flow/design.v
export SDC_FILE = /design/flow/constraint.sdc
export NUM_CORES = 4
export LEC_CHECK = 1
export CORE_UTILIZATION = 30

===== flow/constraint.sdc =====
current_design stack

set clk_period 2.9
set clk_io_pct 0.2

create_clock -name clk0 -period $clk_period [get_ports {Clk}]

set non_clock_inputs [all_inputs -no_clocks]
set_input_delay [expr $clk_period * $clk_io_pct] -clock clk0 $non_clock_inputs
set_output_delay [expr $clk_period * $clk_io_pct] -clock clk0 [all_outputs]

===== flow/design.v =====
module stack
  #(parameter WordSize = 4 , AddressSize = 3)
(
  output reg [3:0] Data_Out,
  output reg Full,
  output reg Empty,
  output reg Error,
  input Clk,
  input RstN,
  input [3:0] Data_In,
  input push,
  input pop
  );
  reg [WordSize-1:0] Mem [0:(1<<AddressSize)-1];
  reg [AddressSize : 0] counter ;
  always@(posedge Clk)
  begin
   if (RstN == 1)
      begin 
        counter <=0;
        Full <=0;
        Empty<=1;
        Data_Out<=0;
        Error <= 0;
        Mem[0] <= 0;
        Mem[1] <= 0;
        Mem[2] <= 0;
        Mem[3] <= 0;
        Mem[4] <= 0;
        Mem[5] <= 0;
        Mem[6] <= 0;
        Mem[7] <= 0;
      end
  else begin
    if (pop == 1 && push == 0 && Empty != 1) begin
        Data_Out<= Mem[counter[AddressSize:0]-1];
        counter <= counter -4'b0001;
        Error <= 0;
        if (counter == 1) begin
          Full <= 0;
          Empty <= 1;   
        end
        else begin
          Full <= 0;
          Empty <= 0;  
        end
       end
    else if (push == 1 && pop == 0 && Full!=1) begin
        Mem[counter[AddressSize-1:0]]<= Data_In;
        counter <= counter +4'b0001;
        Error <= 0;
        if (counter == 4'b0111) begin
          Full <= 1;
          Empty <= 0;   
        end
        else begin
          Full <= 0;
          Empty <= 0;  
        end
       end 
    else if (push == 1 && pop == 1) begin
      Error <= 1;
      end 
    else begin 
      Error <=0;
      end 
    if (counter[AddressSize] ==1) begin
      Full <= 1;
      Empty <= 0;
    end
    else if (counter == 4'b0000) begin
      Full <= 0;
      Empty <= 1;
    end
        end
  end
endmodule

===== flow/run.sh =====
#!/bin/bash
# OpenROAD 26Q1-2900-gdf79404cd8, Yosys 0.63+post, stock flow scripts
make -C /OpenROAD-flow-scripts/flow DESIGN_CONFIG=/design/flow/config.mk WORK_HOME=/design/flow/orfs finish

==> changes_impl.md <==
## Flow update

- WL/cell: 14.7 um
- Highest metal used: met4
- Yosys chip area: 2080 um^2
- Metal3 WL: 289 um
- Critical Path Fanout Max: 6
- Post-CTS Resized: 0
- Iteration-0 DRC Markers: 23
- Remaining routing DRC violations: 0
- Number of cells in Yosys stat: 160
- CP max stage delay: 0.53 ns
- Initial antenna violation count: 0
- Data required, critical path: 2.90 ns
- Crit. Startpoint: push
- Top cells by count, synth: and2_1 (33), edfxtp_1 (32), dfxtp_1 (11)
- Die width: 85.4 um
- Register area: 1180 um^2
- Port Buffers: 14
- Crit path arrival time: 2.35 ns
- Logic cell area: 865 um^2
- Quantity of hold-fixing buffers added after cts: 0
- Synth Warn #: 1
- Postcts setup bufs: 0
- Diode count: 0
- R2R Path Start: counter[1]
- Via Count: 1189
- Top cells, area: edfxtp_1 (46%), dfxtp_1 (11%), and2_1 (9.9%)
- Worst setup EP type: flop
- Count leader, synth: and2_1
- Total die size: 7290 um^2
- Cell Area, Synth: 2080 um^2
- Ys flops: 43
- Metal2 WL: 1660 um
- GPL Wtd Cong: 0.793
- Dominant cell type by area after synthesis: edfxtp_1
- Clock slew at reported path FFs: 0.08 ns
- CTS tree: done
- Fraction of layout cells with a size suffix above 1: 16.9%
- Number of distinct library cells after synthesis: 34
- Fin crit period: 2.35 ns
- Core Region: 6760 um^2
- Final Max Slew Viols: 0
- Die height: 85.4 um
- Max stage delay cell, worst path: clkdlybuf4s50_1
- Row Count: 30
- Reg-to-reg endpoint: Data_Out[1]
- Wl on met1: 1800 um
- First-pass GRT wire length: 6220 um
- RSZ-0062 raised after global routing: no
- Non-Filler Instances: 258
- Hold path depth: 2
- Post-Route WL: 3790 um
- Fp_density: 30.9%
- Hold Path End: Data_Out[1]
- Tool warning count: 27
- Hold Vio Cnt, Final: 0
- Class of the worst hold path: flop to flop
- Pwr Density: 653 nW/um^2
- Syn_area_per_cell: 13.0 um^2
- Pin count of the biggest net entering global routing: 18
- # setup viols final: 0
- WHS: 0.504 ns
- Max Cap Viol: 0
- Critical path cell sequence: clkdlybuf4s50_1 > or3b_4 > or3_4 > nor3_4 > or2_1
- CTS buffer count: 5
- H-tree depth: 2
- P_leak: 0.833 nW
- Number of enable flip-flop cells: 32
- Antenna Nets Post-Route: 0
- R2r setup slk: 0.80 ns
- Clock Tree Root: clkbuf_8
- Vias in the first global route: 1221
- Worst Min Path Start: Data_Out[1]
- Global Route Usage Sum: 11.8%
- Post-Synthesis Cells: 160
- Clk latency of the worst-skew pair: 0.30 ns
- Grt ovf: 0
- Run status: finished, final reports clean
- Clock sinks: 43
- Clock Skew: 0.00435 ns
- Top cell area share: 46.1%
- Layout filler cell count: 642
- Ports: 15
- Slew HR: 61.8%
- Worst vdd ir: 0.199 mV
- FFs w/ async S/R, synth: 0%
- WP buf/inv: 1
- Critical Path Source Type: primary input
- Critical path class: primary input to flop
- Post-DP HPWL: 2780 um
- Measured slew at the worst slew-check pin: 0.572 ns
- Post-synthesis sequential area ratio: 56.7%
- Setup TNS: 0 ns
- P&R area growth vs syn: 15.4%
- Worst path top cell family by delay: simple AND/OR/NAND/NOR gates
- Commonest flop: edfxtp_1
- Max frequency: 0.426 GHz
- Clock Path Buffers: 2
- Placed cells: 250
- FF-to-FF path depth: 5
- Vias per cell: 4.61
- Drt pass-1 iters: 4
- Final Cycle Share: 80.9%
per-layer routing:
metal	vias up	global-route usage, %
li1	602	-
met1	546	17.0
met2	37	17.8
met3	4	5.73
met4	0	1.21
met5	-	0
cell families after synthesis:
kind of cell               count (synthesis)  synth area share, %
and+or+nand+nor                           75                 22.9
buffers and inverters                     10                 1.86
DFF                                       43                 56.7
adders and majority gates                  3                 1.80
muxes                                     12                 10.6
xor gates and xnor gates                   4                 1.68
AOI/OAI and AO/OA                         13                 4.50
report_power, final:
group	switching, mW	internal (mW)
logic	0.214	0.221
clock network	0.203	0.168
registers	0.0515	0.713
total	0.468	1.10
state kept, by name, summed over array words and instances, names as in the netlist:
name	flops
Error	1
Empty	1
Full	1
Data_Out	4
counter	4
Mem	32
cell usage in the layout, fill, tap and decap left out, drive strengths merged:
| cell | n |
|---|---|
| nand3 | 2 |
| nor3 | 5 |
| nor2b | 1 |
| o21ai | 1 |
| nor3b | 2 |
| buf | 3 |
| a221oi | 1 |
| nand2 | 5 |
| or2 | 7 |
| inv | 3 |
| a211o | 1 |
| or3 | 2 |
| a22oi | 1 |
| a21oi | 2 |
| ha | 3 |
| o21bai | 2 |
| clkdlybuf4s50 | 14 |
| clkinv | 1 |
| dfxtp | 11 |
| and2 | 33 |
| a2bb2oi | 1 |
| clkinvlp | 1 |
| clkbuf | 6 |
| edfxtp | 32 |
| mux2i | 4 |
| xor2 | 2 |
| xnor2 | 2 |
| nand2b | 1 |
| nor2 | 16 |
| a211oi | 4 |
| or3b | 1 |
| mux4 | 8 |
cell type report:
cell class,count,share of cell area [%]
Clock buffer,6,3.02
Clock inverter,2,0.520
Timing Repair Buffer,17,6.76
Inverter,3,0.468
Tap cell,80,4.16
Multi-Input combinational cell,107,36.0
Sequential cell,43,49.1
how the worst max path moves through the flow:
stage	cells after the start	end	slack (ns)
5_1_grt	5	Mem[1][2]	0.49
6_report	5	Mem[1][0]	0.55
4_1_cts	5	Mem[0][0]	0.56
tightest hold or removal path: cells and delay by family, from the launching register on:
family / cells / cell delay [ns]
AOI/OAI and AO/OA: 1 / 0.05
DFF: 1 / 0.32
and+or+nand+nor: 1 / 0.10
through the flow:
stage | power (mW) | instance area, um^2 | setup slack (ns) | utilization (%)
CTS | 1.59 | 2400 | 0.557 | 35.6
detailed placement | 1.22 | 2320 | 0.248 | 34.3
floorplan | 1.09 | 2080 | 0.847 | -
global placement | 1.22 | 2320 | 0.268 | 34.3
global route | 1.66 | 2400 | 0.488 | 35.6
finish | 1.57 | 2400 | 0.554 | 35.6
Power is estimated from default activity; no workload was simulated.
