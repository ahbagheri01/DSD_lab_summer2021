===== /design/flow/run.sh =====
#!/bin/bash
# OpenROAD 26Q1-2900-gdf79404cd8, Yosys 0.63+post, stock flow scripts
make -C /OpenROAD-flow-scripts/flow DESIGN_CONFIG=/design/flow/config.mk WORK_HOME=/design/flow/orfs finish

===== /design/flow/config.mk =====
export PLATFORM = sky130hd
export DESIGN_NAME = fourbit_comparator
export DESIGN_NICKNAME = fourbit_comparator
export VERILOG_FILES = /design/flow/design.v
export SDC_FILE = /design/flow/constraint.sdc
export NUM_CORES = 4
export LEC_CHECK = 1
export CORE_AREA = 10 10 70 70
export DIE_AREA = 0 0 80 80

===== /design/flow/constraint.sdc =====
current_design fourbit_comparator

set clk_period 1.9
set clk_io_pct 0.2

create_clock -name clk0 -period $clk_period

set non_clock_inputs [all_inputs -no_clocks]
set_input_delay [expr $clk_period * $clk_io_pct] -clock clk0 $non_clock_inputs
set_output_delay [expr $clk_period * $clk_io_pct] -clock clk0 [all_outputs]

===== /design/flow/design.v =====
module fourbit_comparator(input [3:0] a, 
	input [3:0] b, 
	output equal, 
	output greater, 
	output less);
	wire [3:0] g;
	wire [3:0] e;
	wire [3:0] l;
	onebit_comparator onebit_comparator0(a[0], b[0], e[0], g[0], l[0]);
	onebit_comparator onebit_comparator1(a[1], b[1], e[1], g[1], l[1]);
	onebit_comparator onebit_comparator2(a[2], b[2], e[2], g[2], l[2]);
	onebit_comparator onebit_comparator3(a[3], b[3], e[3], g[3], l[3]);
	assign equal = & e;
	assign greater = g[3] | (g[2] & e[3]) | (g[1] & e[3] & e[2]) | (g[0] & e[3] & e[2] & e[1]);
	assign less = ~(equal | greater);
endmodule
module onebit_comparator(input a, input b, output equal, output greater, output less);
	assign equal = (a == b);
	assign greater = (a > b);
	assign less = (a < b);
endmodule

==> results.sh <==
# implementation run metrics
export IMPL_track_usage_pct=1.52
export IMPL_yosys_cells=18
export IMPL_dp_slack_ns=-0.564
export IMPL_final_cell_mix="clkdlybuf4s15_2, inv_2, ha_4"
export IMPL_dieArea_um2=6400
export IMPL_worstSetupPathType="input pin to output pin"
export IMPL_num_clock_buffers=0
export IMPL_synth_area_um2=130
export IMPL_lay_top_count="clkdlybuf4s15_2"
export IMPL_drc=0
export IMPL_critPathLaunch="a[3]"
export IMPL_stdcell_count=75
export IMPL_setup_violations_final=0
export IMPL_yosysSeqAreaShare_pct=0
export IMPL_drt_first_pass_iters=2
export IMPL_ctsHoldBuffers=0
export IMPL_dp_hpwl_um=439
export IMPL_fmaxAchievable_ghz=0.559
export IMPL_rsz0062_at_grt="false"
export IMPL_slew_headroom_pct=87.9
export IMPL_viasPerCell=2.11
export IMPL_worst_setup_path_end_kind="output pin"
export IMPL_wirelength_um=505
export IMPL_area_growth_pct=173
export IMPL_critPathLaunchType="input pin"
export IMPL_fin_crit_ns=1.79
export IMPL_yosysChipArea_um2=130
export IMPL_routedWlPerCell_um=6.73
export IMPL_synth_area_per_cell_um2=7.23
export IMPL_grt_pass1_wl_um=800
export IMPL_yosysUniqueCellTypes=11
export IMPL_max_cap_violations=0
export IMPL_ys_warn_count=0
export IMPL_drtIter0Drc=1
export IMPL_whs_path_depth=5
export IMPL_antenna_found_initial=0
export IMPL_fp_dieW_um=80
export IMPL_ir_worst_vdd_mv=0.0254
export IMPL_fin_crit_sh_pct=94.1
export IMPL_maxSlewViolCount=0
export IMPL_core_area_um2=3420
export IMPL_cts_setup_buffers=0
export IMPL_dp_cells=75
export IMPL_grt_ovfl_total=0
export IMPL_n_antenna_cell=0
export IMPL_ant_nets=0
export IMPL_die_h_um=80
export IMPL_vias=158
export IMPL_whs_ns=1.39
export IMPL_hold_class="input pin to output pin"
export IMPL_ios=11
export IMPL_drive_gt1_share_pct=55.2
export IMPL_cp_endpoint="greater"
export IMPL_logic_area_um2=170
export IMPL_portBuffers=11
export IMPL_cp_max_fo=4
export IMPL_warnings=32
export IMPL_fin_ws_ns=0.112
export IMPL_syn_inst=18
export IMPL_worst_slew_pin_transition_ns=0.181
export IMPL_power_density_nw_per_um2=194
export IMPL_finalHoldViolCount=0
export IMPL_gp_congestion=0.634
export IMPL_arrival_ns=1.41
export IMPL_fp_util_pct=3.81
export IMPL_p_leak_nw=0.135
export IMPL_num_rows=21
export IMPL_grt_pass1_vias=164
export IMPL_worstPathRequired_ns=1.52
export IMPL_status="complete, no violations"
export IMPL_fill_cells=400
export IMPL_grt_max_degree=5
export IMPL_seqCellArea_um2=0
export IMPL_ff_count=0
-- cells by family (layout without fill, tap and decap cells) --
kind of cell               after synthesis  after routing  synth area share [%]
AOI/OAI and AO/OA                        3              3                  16.3
and+or+nand+nor                          6              6                  30.8
buffers and inverters                    5             16                  14.4
adders and majority gates                4              4                  38.5
-- cell type report --
| cell class | instances | area share (%) |
|---|---|---|
| timing repair buffer | 11 | 30.6 |
| tap | 46 | 16.2 |
| multi-input combinational | 13 | 47.9 |
| inverter | 5 | 5.28 |
-- worst max-delay path, cell delays in order --
cell	delay (ns)
clkdlybuf4s15_2	0.18
inv_2	0.04
ha_4	0.26
and2b_1	0.18
a31oi_1	0.14
dlygate4sd2_1	0.22
-- layer usage --
| layer | up-vias | global-route usage, % | share of wire, % |
|---|---|---|---|
| li1 | 86 | - | - |
| met1 | 65 | 1.85 | 39 |
| met2 | 7 | 2.41 | 43 |
| met3 | 0 | 0.909 | 18 |
| met4 | 0 | 0 | 0 |
| met5 | - | 0 | 0 |
-- power breakdown --
group / switching, W / total [W] / internal (W)
clock: 0 / 0 / 0
combinational: 0.0000248 / 0.0000690 / 0.0000442
sequential: 0 / 0 / 0
total: 0.0000248 / 0.0000690 / 0.0000442
-- per-stage QoR --
step | utilization (%) | setup TNS, ns | instance area (um^2) | total power [W]
finish | 10.4 | 0 | 355 | 0.0000690
floorplan | - | 0 | 130 | 0.0000235
global route | 10.4 | 0 | 355 | 0.0000804
detailed placement | 8.72 | -1.39 | 298 | 0.0000595
CTS | 10.5 | 0 | 360 | 0.0000713
global placement | 8.72 | -1.38 | 298 | 0.0000586
-- cell usage after synthesis --
cell type	instances	area share (%)
ha_1	4	38
o21ai_0	1	3.8
nor3b_1	1	5.8
nand2_1	1	2.9
nand3_1	1	3.8
inv_1	5	14
and4_2	1	7.7
and2b_1	1	5.8
a31oi_1	1	4.8
a221o_1	1	7.7
nor2b_1	1	4.8
-- worst min-delay path by stage --
stage                     end  slack (ns)  from
after global routing     less        1.44  b[3]
after CTS             greater        1.48  a[1]
final                    less        1.39  b[3]
-- repair_timing --
item                                    CTS  global route
pin swaps                                 4             0
resized                                  37             1
endpoints found under the setup margin    3             1
cloned                                    0             0
No activity file was given, so power comes from the tool's default toggle rates.
