$ cat /design/flow/run.sh
#!/bin/bash
# OpenROAD 26Q1-2900-gdf79404cd8, Yosys 0.63+post, stock flow scripts
make -C /OpenROAD-flow-scripts/flow DESIGN_CONFIG=/design/flow/config.mk WORK_HOME=/design/flow/orfs finish
$ cat /design/flow/config.mk
export PLATFORM = sky130hd
export DESIGN_NAME = Booth
export DESIGN_NICKNAME = Booth
export VERILOG_FILES = /design/flow/design.v
export SDC_FILE = /design/flow/constraint.sdc
export NUM_CORES = 4
export LEC_CHECK = 1
export CORE_UTILIZATION = 30
$ cat /design/flow/constraint.sdc
current_design Booth

set clk_period 6.3
set clk_io_pct 0.2

create_clock -name clk0 -period $clk_period [get_ports {clk}]

set non_clock_inputs [all_inputs -no_clocks]
set_input_delay [expr $clk_period * $clk_io_pct] -clock clk0 $non_clock_inputs
set_output_delay [expr $clk_period * $clk_io_pct] -clock clk0 [all_outputs]
$ cat /design/flow/design.v
`timescale 1ns/1ns
module Booth
	#(
		parameter nb = 4
	)
	(
		input clk,
		input start,
		input [nb-1:0] M,
		input [nb-1:0] Q,
		output valid,
		output [2*nb-1:0] O
	);
	wire load;
	wire arithmetic;
	wire shift;
	wire [$clog2(nb):0] shmnt;
	DataPath #(.nb(nb)) dp
	(
		.clk(clk),
		.M_in(M),
		.Q_in(Q),
		.A(O[2*nb-1:nb]),
		.Q(O[nb-1:0]),
		.load(load),
		.arithmetic(arithmetic),
		.shift(shift),
		.shmnt(shmnt)
	);
	CU #(.nb(nb)) cu
	(
		.clk(clk),
		.start(start),
		.valid(valid),
		.Q(O[nb-1:0]),
		.load(load),
		.arithmetic(arithmetic),
		.shift(shift),
		.shmnt(shmnt)
	);
endmodule
`timescale 1ns/1ns
module CU
	#(
		parameter nb = 4
	)
	(
		input clk,
		input start,
		output valid,
		input [nb-1:0] Q,
		output load,
		output arithmetic,
		output shift,
		output [$clog2(nb):0] shmnt
	);
	reg[3:0] cs;  
	reg[3:0] ns;  
	localparam	LOAD = 0,
					ARTH = 1,
					SHFT = 2,
					DONE = 3;
	reg[$clog2(nb):0] counter;
	assign load = cs[LOAD];
	assign arithmetic = cs[ARTH];
	assign shift = cs[SHFT];
	assign valid = cs[DONE];
	always @(cs, counter)
	begin
		ns <= 0;
		if(cs[LOAD])
			ns[ARTH] <= 1'b1;
		if(cs[ARTH])
			ns[SHFT] <= 1'b1;
		if(cs[SHFT])
			if (counter > shmnt)
				ns[ARTH] <= 1'b1;
			else
				ns[DONE] <= 1'b1;
		if(cs[DONE])
			ns[DONE] <= 1'b1;
	end
	always @(posedge clk)
	begin
		if (start)
		begin
			cs <= 1;
			counter <= nb;
		end
		else
		begin
			cs <= ns;
			if (cs[SHFT])
				counter <= counter - shmnt;
		end
	end
	wire [nb-1:0] diff_pairs = ( Q ^ (Q >> 1) ) | (1'b1 << (nb-1'b1));
	reg [$clog2(nb):0] lsb_one;
	integer i;
	always @(*)
	begin
		lsb_one = 0;
		for (i = 1; i <= nb; i = i+1)
		begin
			if (diff_pairs[i-1] && !lsb_one)
				lsb_one = i;
		end
	end
	assign shmnt = (counter>lsb_one) ? lsb_one : counter;
endmodule
`timescale 1ns/1ns
module DataPath
	#(
		parameter nb = 4
	)
	(
		input clk,
		input [nb-1:0] M_in,
		input [nb-1:0] Q_in,
		output reg [nb-1:0] A,
		output reg [nb-1:0] Q,
		input load,
		input arithmetic,
		input shift,
		input [$clog2(nb):0] shmnt
	);
	reg [nb-1:0] M;			 
	reg LSB;				 
	always @(posedge clk)
	begin
		if (load)
		begin
			 M <= M_in;
			 A <= 0;
			 Q <= Q_in;
			 LSB <= 0;
		end
		else if (arithmetic)
		begin
			if (Q[0] == 1 && LSB == 0)
				A <= A - M;
			else if (Q[0] == 0 && LSB == 1)
				A <= A + M;
		end
		else if (shift)
		begin
			{A, Q, LSB} <= $signed({A, Q, LSB}) >>> shmnt;
		end
	end
endmodule
==> impl_metrics.csv <==
group,metric,value,unit
power,p_per_area,409,nW/µm²
logic_synthesis,yosys_cells,174,
place,placedCellCount,253,
floorplanning,ios,19,
route,dr.pass1.iters,4,
cts,numCtsBuffers,3,
timing,period_needed,3.77,ns
grt,track_usage,13.3,%
worst_hold_path,min_path_type,"reg -> reg",
logic_synthesis,synth-main-ff-cell,"dfxtp_1",
grt,antenna_found_initial,0,
timing,fmax,0.265,GHz
cts,worstSkewPairLatency,0.26,ns
worst_hold_path,holdPathStages,1,
logic_synthesis,yosys-top-cells-count,"inv_1, dfxtp_1, mux2i_1, nor2_1",
logic_synthesis,ys_sh_mux,12.2,%
floorplanning,core.rowCount,26,
cells_and_area,area_growth,16.3,%
logic_synthesis,synthArstFlopShare,0,%
setup_path,cp_max_fo,10,
cells_and_area,fin_util,37.0,%
cts,hold_buffers,0,
cts,h-tree-depth,1,
logic_synthesis,netlist_area,1670,µm²
setup_path,r2r_cells,12,
setup_path,cpMaxStageDelayCell,"edfxtp_1",
run,tool_warnings,26,
logic_synthesis,synth_top_area_share,14.4,%
logic_synthesis,synth_seq_share,28.8,%
setup_path,r2r-end,"cu.counter[2]",
power,leakagePower,0.000762,µW
run,cap_violations,0,
route,drt_iter0_drc,90,
setup_path,critPathLaunchType,"flip-flop",
route,routedWlPerCell,13.7,µm
logic_synthesis,xor_area_share,3.68,%
floorplanning,floorplan.core_util,31.8,%
timing,finalCritPeriodShare,59.8,%
power,ir_worst_vdd,0.156,mV
setup_path,r2r-start,"dp.Q[3]",
logic_synthesis,yosys.area.top_type,"dfxtp_1",
logic_synthesis,yosys-stat-area,1670,µm²
cts,cts_tree,"yes",
cells_and_area,finalNonFillerCells,257,
place,dp_hpwl,2630,µm
cts,cts_setup_buffers,0,
floorplanning,die_height,76.5,µm
grt,grt_pass1_vias,1242,
setup_path,cp.arrival,3.92,ns
route,antenna_cells,0,
place,gp_congestion,0.827,
route,via_count,1284,
worst_hold_path,hold_end,"cu.cs[3]",
grt,grt_max_degree,14,
status,outcome,"finished clean",
logic_synthesis,netlist_instances,174,
cts,clk_pin_slew,0.08,ns
logic_synthesis,fa_ha_area_share,10.7,%
logic_synthesis,syn_area_per_cell,9.58,µm²
route,final_antenna_net_count,0,
timing,tightest_slew,0.691,ns
timing,slew_viol_final,0,
setup_path,crit_start,"dp.Q[3]",
timing,hold_violations,0,
logic_synthesis,yosysUniqueCellTypes,59,
setup_path,crit_path_frequent_cell,"ha_1",
logic_synthesis,top_logic_kind,"AND-OR/OR-AND gates",
worst_hold_path,min_from,"cu.cs[3]",
route,vias_per_cell,5.00,
floorplanning,coreArea,5240,µm²
grt,grt_pass1_wl,6200,µm
timing,relSlewSlack,52.6,%
route,wirelength,3520,µm
timing,fin_tns_setup,0,ns
setup_path,critPathKind,"reg -> reg",
cells_and_area,drive_gt1_share,11.2,%
cts,cts_resized,0,
cts,cts_root_buf,"clkbuf_8",
cts,clock-sinks,20,
setup_path,max_stage_delay,0.55,ns
timing,rsz0062_at_grt,"no",
setup_path,path_cells,"or2_4, o31ai_4, inv_1, ha_1, a21oi_1, a21o_1, mux2i_4, inv_2, ha_1, fa_1, xnor2_1, a211o_1",
logic_synthesis,synth.yosys.warnings,2,
logic_synthesis,ys_sh_aoi,22.1,%
place,io_buffers,18,
grt,overflow,0,
logic_synthesis,ys_ff,20,
cts,cts_buffer_depth,2,
floorplanning,die_w,76.5,µm
logic_synthesis,area_leaders,"dfxtp_1, edfxtp_1, ha_1, mux2i_1, inv_1",
timing,setup_violations,0,
timing,finalClockSkew,0.00290,ns
logic_synthesis,simple_gate_share,14.4,%
setup_path,reg2reg_slack,2.53,ns
power,p_total,793,µW
logic_synthesis,edf_count,8,
floorplanning,chipArea,5860,µm²
setup_path,worst-endpoint-required,6.45,ns
setup_path,end_kind,"flip-flop",
logic_synthesis,synth.most_common_cell,"inv_1",
route,drc,0,
-- layout make-up --
| type | count | area (µm²) |
|---|---|---|
| Clock buffer | 3 | 41.3 |
| Sequential cell | 20 | 480 |
| Timing Repair Buffer | 19 | 188 |
| Fill cell | 531 | 3300 |
| Inverter | 16 | 60.1 |
| Tap cell | 70 | 87.6 |
| Multi-Input combinational cell | 128 | 1050 |
| Clock inverter | 1 | 30.0 |
-- registers in the layout, summed over array words and instances (netlist names) --
name	cells
cu.cs	4
dp.A	4
dp.M	4
dp.Q	4
cu.counter	3
dp.LSB	1
-- how the worst max path moves through the flow --
| stage | to |
|---|---|
| final | cu.counter[2] |
| after global routing | cu.counter[2] |
| after CTS | cu.counter[2] |
-- power breakdown --
| group | switching (µW) | leakage, µW | internal (µW) |
|---|---|---|---|
| Clock | 42.8 | 0.0000357 | 84.7 |
| Sequential | 45.0 | 0.000178 | 161 |
| Combinational | 235 | 0.000549 | 224 |
| Total | 323 | 0.000762 | 470 |
-- stage by stage --
stage	setup WS, ns	area [µm²]	hold WS [ns]
after floorplan	3.02	1670	0.410
after global placement	2.65	1870	0.464
after detailed placement	2.55	1870	0.452
after CTS	2.54	1940	0.474
after global routing	2.30	1940	0.502
final	2.53	1940	0.475
-- routing by layer --
layer,global-route usage [%],up-vias,share of wire [%]
met3,1.70,2,2.9
met1,21.2,608,54
met4,0.385,0,0.14
met5,0,-,0
li1,-,654,-
met2,20.7,20,43
-- logic make-up (layout without fill, tap and decap cells) --
family / after synthesis / after routing
buffers and inverters: 26 / 39
AND-OR/OR-AND: 44 / 44
multiplexers: 17 / 17
adder cells (fa/ha/maj): 13 / 13
AND/OR/NAND/NOR: 47 / 47
XOR/XNOR: 7 / 7
flip-flops: 20 / 20
-- worst max-delay path, delay by kind of cell, from the launching register on --
| kind | cells | cell delay, ns |
|---|---|---|
| compound gates | 4 | 1.15 |
| xor+xnor | 1 | 0.14 |
| fa+ha+maj | 3 | 0.92 |
| buf+inv | 2 | 0.22 |
| flops | 1 | 0.55 |
| mux | 1 | 0.37 |
| simple gates | 1 | 0.32 |
-- placed cells by master, fill, tap and decap left out, types with 2 or more instances in the layout --
cell             instances
a211o_1                  2
a211oi_1                 4
a21o_1                   2
a21oi_1                  6
clkbuf_8                 3
clkdlybuf4s50_1         18
dfxtp_1                 12
edfxtp_1                 8
fa_1                     2
ha_1                    11
inv_1                   15
mux2_2                   2
mux2i_1                 12
mux2i_4                  2
nand2_1                 11
nand2b_1                 5
nand3_1                  2
nand3b_1                 2
nand4_1                  2
nor2_1                  12
nor2b_1                  5
nor3_1                   2
o211ai_1                 2
o21ai_0                  5
xnor2_1                  5
xor2_1                   2
No activity file was given, so power comes from the tool's default toggle rates.
